File: flow/design.v
module	SA11#(
  parameter DEPTH=8,
  parameter WIDTH=3,
  parameter DATASIZE=40   
  )(
  	input	wire	clk,
  	input	wire	rst_n,
  	input	wire[3:0]	L_label,
		input	wire[3:0]	N_label,
		input	wire[3:0]	E_label,
		input	wire[3:0]	S_label,
		input	wire[3:0]	W_label,
	input	wire[DATASIZE-1:0]	L_data_in,
	input	wire[DATASIZE-1:0]	E_data_in,
	input	wire[DATASIZE-1:0]	S_data_in,
	input	wire[DATASIZE-1:0]	W_data_in,
	input	wire[DATASIZE-1:0]	N_data_in,
	input	wire	N_full,
	input	wire	S_full,
	input	wire	E_full,
	input	wire	W_full,
	output	wire	N_ready,
	output	wire	S_ready,
	output	wire	E_ready,
	output	wire	W_ready,
	output	wire	L_ready,
	output	wire	L_data_valid,
	output	wire	E_data_valid,
	output	wire	S_data_valid,
	output	wire	W_data_valid,
	output	wire	N_data_valid,
	output	wire[DATASIZE-1:0]	L_data_out,
	output	wire[DATASIZE-1:0]	E_data_out,
	output	wire[DATASIZE-1:0]	S_data_out,
	output	wire[DATASIZE-1:0]	W_data_out,
	output	wire[DATASIZE-1:0]	N_data_out
  );
  wire[4:0]		L_arb_res;
	wire[4:0]		E_arb_res;
	wire[4:0]		S_arb_res;
	wire[4:0]		W_arb_res;
	wire[4:0]		N_arb_res;
	wire[4:0]		grant_L;
	wire[4:0]		grant_N;
	wire[4:0]		grant_S;
	wire[4:0]		grant_W;
	wire[4:0]		grant_E;
  	arbiter5 arbiterL(
		.clk(clk),
		.rst_n(rst_n),
		.grant(grant_L),
		.arbitration(L_arb_res)
		);
  	arbiter5 arbiterW(
		.clk(clk),
		.rst_n(rst_n),
		.grant(grant_W),
		.arbitration(W_arb_res)
		);
  	arbiter5 arbiterN(
		.clk(clk),
		.rst_n(rst_n),
		.grant(grant_N),
		.arbitration(N_arb_res)
		);
  	arbiter5 arbiterE(
		.clk(clk),
		.rst_n(rst_n),
		.grant(grant_E),
		.arbitration(E_arb_res)
		);
  	arbiter5 arbiterS(
		.clk(clk),
		.rst_n(rst_n),
		.grant(grant_S),
		.arbitration(S_arb_res)
		);
  	switch_alloc11	#(
    	.DEPTH(DEPTH),
    	.WIDTH(WIDTH),
    	.DATASIZE(DATASIZE)
    	) switch_alloc(
    	.clk(clk),
  		.rst_n(rst_n),
		.L_label(L_label),
		.N_label(N_label),
		.E_label(E_label),
		.S_label(S_label),
		.W_label(W_label),
		.L_data_in(L_data_in),
		.W_data_in(W_data_in),
		.N_data_in(N_data_in),
		.E_data_in(E_data_in),
		.S_data_in(S_data_in),
		.N_full(N_full),
		.S_full(S_full),
		.E_full(E_full),
		.W_full(W_full),
		.L_arb_res(L_arb_res),
		.E_arb_res(E_arb_res),
		.S_arb_res(S_arb_res),
		.W_arb_res(W_arb_res),
		.N_arb_res(N_arb_res),
		.grant_L(grant_L),
		.grant_N(grant_N),
		.grant_S(grant_S),
		.grant_W(grant_W),
		.grant_E(grant_E),
		.N_ready(N_ready),
		.L_ready(L_ready),
		.E_ready(E_ready),
		.S_ready(S_ready),
		.W_ready(W_ready),
		.L_data_valid(L_data_valid),
		.W_data_valid(W_data_valid),
		.N_data_valid(N_data_valid),
		.E_data_valid(E_data_valid),
		.S_data_valid(S_data_valid),
		.L_data_out(L_data_out),
		.W_data_out(W_data_out),
		.N_data_out(N_data_out),
		.E_data_out(E_data_out),
		.S_data_out(S_data_out)
    );
endmodule
module arbiter5(
	input	wire		clk,
	input	wire		rst_n,
	input	wire[4:0]	grant,
	output	wire[4:0]	arbitration
	);
	reg	prio4_3;	reg	prio4_2;	reg	prio4_1;	reg	prio4_0;
	reg	prio3_2;	reg	prio3_1;	reg	prio3_0;
	reg	prio2_1;	reg	prio2_0;
	reg	prio1_0;
	assign arbitration[4] = grant[4]& (~grant[3] | prio4_3) & (~grant[2] | prio4_2) &(~grant[1] | prio4_1)& (~grant[0] | prio4_0);
	assign arbitration[3] = grant[3]& (~grant[4] | ~prio4_3) & (~grant[2] | prio3_2) &(~grant[1] | prio3_1)& (~grant[0] | prio3_0);
	assign arbitration[2] = grant[2]& (~grant[4] | ~prio4_2) & (~grant[3] | ~prio3_2) &(~grant[1] | prio2_1)& (~grant[0] | prio2_0);
	assign arbitration[1] = grant[1]& (~grant[4] | ~prio4_1) & (~grant[3] | ~prio3_1) &(~grant[2] | ~prio2_1)& (~grant[0] | prio1_0);
	assign arbitration[0] = grant[0]& (~grant[4] | ~prio4_0) & (~grant[3] | ~prio3_0) &(~grant[2] | ~prio2_0)& (~grant[1] | ~prio1_0);
	always @(posedge clk or negedge rst_n) begin
		if (!rst_n) begin
			prio4_3		<=	1;
			prio4_2		<=	1;
			prio4_1		<=	1;
			prio4_0		<=	1;
			prio3_2		<=	1;
			prio3_1		<=	1;
			prio3_0		<=	1;
			prio2_1		<=	1;
			prio2_0		<=	1;
			prio1_0		<=	1;
		end
		else begin
			case(arbitration)
				5'b10000:begin
					prio4_3		<=	0;
					prio4_2		<=	0;
					prio4_1		<=	0;
					prio4_0		<=	0;
					prio3_2		<=	prio3_2;
					prio3_1		<=	prio3_1;
					prio3_0		<=	prio3_0;
					prio2_1		<=	prio2_1;
					prio2_0		<=	prio2_0;
					prio1_0		<=	prio1_0;
				end
				5'b01000:begin
					prio4_3		<=	1;
					prio4_2		<=	prio4_2;
					prio4_1		<=	prio4_1;
					prio4_0		<=	prio4_0;
					prio3_2		<=	0;
					prio3_1		<=	0;
					prio3_0		<=	0;
					prio2_1		<=	prio2_1;
					prio2_0		<=	prio2_0;
					prio1_0		<=	prio1_0;
				end
				5'b00100:begin
					prio4_3		<=	prio4_3;
					prio4_2		<=	1;
					prio4_1		<=	prio4_1;
					prio4_0		<=	prio4_0;
					prio3_2		<=	1;
					prio3_1		<=	prio3_1;
					prio3_0		<=	prio3_0;
					prio2_1		<=	0;
					prio2_0		<=	0;
					prio1_0		<=	prio1_0;
				end
				5'b00010:begin
					prio4_3		<=	prio4_3;
					prio4_2		<=	prio4_2;
					prio4_1		<=	1;
					prio4_0		<=	prio4_0;
					prio3_2		<=	prio3_2;
					prio3_1		<=	1;
					prio3_0		<=	prio3_0;
					prio2_1		<=	1;
					prio2_0		<=	prio2_0;
					prio1_0		<=	0;
				end
				5'b00001:begin
					prio4_3		<=	prio4_3;
					prio4_2		<=	prio4_2;
					prio4_1		<=	prio4_1;
					prio4_0		<=	1;
					prio3_2		<=	prio3_2;
					prio3_1		<=	prio3_1;
					prio3_0		<=	1;
					prio2_1		<=	prio2_1;
					prio2_0		<=	1;
					prio1_0		<=	1;
				end
				default: begin
					prio4_3		<=	prio4_3;
					prio4_2		<=	prio4_2;
					prio4_1		<=	prio4_1;
					prio4_0		<=	prio4_0;
					prio3_2		<=	prio3_2;
					prio3_1		<=	prio3_1;
					prio3_0		<=	prio3_0;
					prio2_1		<=	prio2_1;
					prio2_0		<=	prio2_0;
					prio1_0		<=	prio1_0;
				end
			endcase
		end
	end
endmodule
module switch_alloc11#(
  parameter DEPTH=8,
  parameter WIDTH=3,
  parameter DATASIZE=40   
  )(
  input	wire	clk,
  input	wire	rst_n,
	input	wire[3:0]	L_label,
	input	wire[3:0]	N_label,
	input	wire[3:0]	E_label,
	input	wire[3:0]	S_label,
	input	wire[3:0]	W_label,
	input	wire[DATASIZE-1:0]	L_data_in,
	input	wire[DATASIZE-1:0]	E_data_in,
	input	wire[DATASIZE-1:0]	S_data_in,
	input	wire[DATASIZE-1:0]	W_data_in,
	input	wire[DATASIZE-1:0]	N_data_in,
	input	wire	N_full,
	input	wire	S_full,
	input	wire	E_full,
	input	wire	W_full,
	input 	wire[4:0]		L_arb_res,
	input		wire[4:0]		E_arb_res,
	input		wire[4:0]		S_arb_res,
	input 	wire[4:0]		W_arb_res,
	input 	wire[4:0]		N_arb_res,
	output	wire	[4:0]	grant_L,
	output	wire	[4:0]	grant_N,
	output	wire	[4:0]	grant_S,
	output	wire	[4:0]	grant_W,
	output	wire	[4:0]	grant_E,
	output	wire	N_ready,
	output	wire	S_ready,
	output	wire	E_ready,
	output	wire	W_ready,
	output	wire	L_ready,
	output	reg		L_data_valid,
	output	reg		E_data_valid,
	output	reg		S_data_valid,
	output	reg		W_data_valid,
	output	reg		N_data_valid,
	output	reg[DATASIZE-1:0]	L_data_out,
	output	reg[DATASIZE-1:0]	E_data_out,
	output	reg[DATASIZE-1:0]	S_data_out,
	output	reg[DATASIZE-1:0]	W_data_out,
	output	reg[DATASIZE-1:0]	N_data_out
	);
	wire	L_label_valid;
	wire	N_label_valid;
	wire	S_label_valid;
	wire	W_label_valid;
	wire	E_label_valid;
	assign  L_label_valid	= 	~(&L_label);
	assign  N_label_valid	= 	~(&N_label);
	assign  S_label_valid	= 	~(&S_label);
	assign  W_label_valid	= 	~(&W_label);
	assign  E_label_valid	= 	~(&E_label);
	assign grant_W = {L_label[3]&L_label_valid, W_label[3]&W_label_valid, N_label[3]&N_label_valid, E_label[3]&E_label_valid, S_label[3]&S_label_valid};	 
	assign grant_N = {L_label[2]&L_label_valid,W_label[2]&W_label_valid,N_label[2]&N_label_valid,E_label[2]&E_label_valid,S_label[2]&S_label_valid};	 
	assign grant_E = {L_label[1]&L_label_valid,W_label[1]&W_label_valid,N_label[1]&N_label_valid,E_label[1]&E_label_valid,S_label[1]&S_label_valid};	 
	assign grant_S = {L_label[0]&L_label_valid,W_label[0]&W_label_valid,N_label[0]&N_label_valid,E_label[0]&E_label_valid,S_label[0]&S_label_valid};	 
	assign grant_L = {~(|L_label),~(|W_label),~(|N_label),~(|E_label),~(|S_label)};	 
	reg[DATASIZE-1:0]	L_data_src;
	reg[DATASIZE-1:0]	E_data_src;
	reg[DATASIZE-1:0]	S_data_src;
	reg[DATASIZE-1:0]	W_data_src;
	reg[DATASIZE-1:0]	N_data_src;
	reg	L_port_valid;
	reg	N_port_valid;
	reg	E_port_valid;
	reg	W_port_valid;
	reg	S_port_valid;
	assign 	 L_ready =  ~L_label_valid | L_arb_res[4] | (W_arb_res[4] & ~W_full)| (E_arb_res[4] & ~E_full)| (N_arb_res[4] & ~N_full)| (S_arb_res[4] & ~S_full);
	assign 	 W_ready =  ~W_label_valid | L_arb_res[3] | (W_arb_res[3] & ~W_full)| (E_arb_res[3] & ~E_full)| (N_arb_res[3] & ~N_full)| (S_arb_res[3] & ~S_full);
	assign 	 N_ready =  ~N_label_valid | L_arb_res[2] | (W_arb_res[2] & ~W_full)| (E_arb_res[2] & ~E_full)| (N_arb_res[2] & ~N_full)| (S_arb_res[2] & ~S_full);
	assign 	 E_ready =  ~E_label_valid | L_arb_res[1] | (W_arb_res[1] & ~W_full)| (E_arb_res[1] & ~E_full)| (N_arb_res[1] & ~N_full)| (S_arb_res[1] & ~S_full);
	assign 	 S_ready =  ~S_label_valid | L_arb_res[0] | (W_arb_res[0] & ~W_full)| (E_arb_res[0] & ~E_full)| (N_arb_res[0] & ~N_full)| (S_arb_res[0] & ~S_full);
	always @(*) begin
		case(L_arb_res)
			5'b00001:begin
				L_data_src = S_data_in;
				L_port_valid = 1;
			end
			5'b00010:begin
				L_data_src= E_data_in;
				L_port_valid=1;
			end
			5'b00100:begin
				L_data_src=N_data_in;
				L_port_valid=1;
			end
			5'b01000:begin
				L_data_src=W_data_in;
				L_port_valid=1;
			end
			5'b10000:begin
				L_data_src=L_data_in;
				L_port_valid=1;
			end
			default:begin
				L_data_src	=	'hdeadface;
				L_port_valid=0;
			end
			endcase
	end
			always @(*) begin
		case(W_arb_res)
			5'b00001:begin
				W_data_src=S_data_in;
				W_port_valid=1;
			end
			5'b00010:begin
				W_data_src=E_data_in;
				W_port_valid=1;
			end
			5'b00100:begin
				W_data_src=N_data_in;
				W_port_valid=1;
			end
			5'b01000:begin
				W_data_src=W_data_in;
				W_port_valid=1;
			end
			5'b10000:begin
				W_data_src=L_data_in;
				W_port_valid=1;
			end
			default:begin
				W_data_src=	'hdeadface;
				W_port_valid=0;
			end
			endcase
	end
		always @(*) begin
		case(N_arb_res)
			5'b00001:begin
				N_data_src=S_data_in;
				N_port_valid=1;
			end
			5'b00010:begin
				N_data_src=E_data_in;
				N_port_valid=1;
			end
			5'b00100:begin
				N_data_src=N_data_in;
				N_port_valid=1;
			end
			5'b01000:begin
				N_data_src=W_data_in;
				N_port_valid=1;
			end
			5'b10000:begin
				N_data_src=L_data_in;
				N_port_valid=1;
			end
			default:begin
				N_data_src= 'hdeadface;
				N_port_valid=0;
			end
			endcase
	end
		always @(*) begin
		case(E_arb_res)
			5'b00001:begin
				E_data_src=S_data_in;
				E_port_valid=1;
			end
			5'b00010:begin
				E_data_src=E_data_in;
				E_port_valid=1;
			end
			5'b00100:begin
				E_data_src=N_data_in;
				E_port_valid=1;
			end
			5'b01000:begin
				E_data_src=W_data_in;
				E_port_valid=1;
			end
			5'b10000:begin
				E_data_src=L_data_in;
				E_port_valid=1;
			end
			default:begin
				E_data_src=	'hdeadface;
				E_port_valid=0;
			end
			endcase
	end
		always @(*) begin
		case(S_arb_res)
			5'b00001:begin
				S_data_src=S_data_in;
				S_port_valid=1;
			end
			5'b00010:begin
				S_data_src=E_data_in;
				S_port_valid=1;
			end
			5'b00100:begin
				S_data_src=N_data_in;
				S_port_valid=1;
			end
			5'b01000:begin
				S_data_src=W_data_in;
				S_port_valid=1;
			end
			5'b10000:begin
				S_data_src=L_data_in;
				S_port_valid=1;
			end
			default:begin
				S_data_src=	'hdeadface;
				S_port_valid=0;
			end
		endcase
		end
		always @(posedge clk or negedge rst_n) begin
			if (!rst_n) begin
					L_data_valid	<=		0;
					L_data_out	<=		0;
			end
			else begin
					L_data_valid	<=		L_port_valid;
					L_data_out	<=		L_data_src;
			end
		end
		always @(posedge clk or negedge rst_n) begin
			if (!rst_n) begin
					W_data_valid	<=		0;
					W_data_out	<=		0;
			end
			else if(!W_full)begin
					W_data_valid		<=		W_port_valid;
					W_data_out			<=		W_data_src;
			end
			else begin
					W_data_valid		<=		W_data_valid;
					W_data_out			<=		W_data_out;
			end
		end
		always @(posedge clk or negedge rst_n) begin
			if (!rst_n) begin
					E_data_valid	<=		0;
					E_data_out	<=		0;
			end
			else if(!E_full)begin
					E_data_valid		<=		E_port_valid;
					E_data_out			<=		E_data_src;
			end
			else begin
					E_data_valid		<=		E_data_valid;
					E_data_out			<=		E_data_out;
			end
		end
		always @(posedge clk or negedge rst_n) begin
			if (!rst_n) begin
					N_data_valid	<=		0;
					N_data_out	<=		0;
			end
			else if(!N_full)begin
					N_data_valid		<=		N_port_valid;
					N_data_out			<=		N_data_src;
			end
			else begin
					N_data_valid		<=		N_data_valid;
					N_data_out			<=		N_data_out;
			end
		end
		always @(posedge clk or negedge rst_n) begin
			if (!rst_n) begin
					S_data_valid	<=		0;
					S_data_out	<=		0;
			end
			else if(!S_full)begin
					S_data_valid		<=		S_port_valid;
					S_data_out			<=		S_data_src;
			end
			else begin
					S_data_valid		<=		S_data_valid;
					S_data_out			<=		S_data_out;
			end
		end
endmodule
File: flow/run.sh
#!/bin/bash
# OpenROAD 26Q1-2900-gdf79404cd8, Yosys 0.63+post, stock flow scripts
make -C /OpenROAD-flow-scripts/flow DESIGN_CONFIG=/design/flow/config.mk WORK_HOME=/design/flow/orfs finish
File: flow/config.mk
export PLATFORM = sky130hd
export DESIGN_NAME = SA11
export DESIGN_NICKNAME = SA11
export VERILOG_FILES = /design/flow/design.v
export SDC_FILE = /design/flow/constraint.sdc
export NUM_CORES = 4
export LEC_CHECK = 1
export CORE_UTILIZATION = 50
File: flow/constraint.sdc
current_design SA11

set clk_period 11.8
set clk_io_pct 0.2

create_clock -name clk0 -period $clk_period [get_ports {clk}]

set non_clock_inputs [all_inputs -no_clocks]
set_input_delay [expr $clk_period * $clk_io_pct] -clock clk0 $non_clock_inputs
set_output_delay [expr $clk_period * $clk_io_pct] -clock clk0 [all_outputs]
==> reports/qor.txt <==
most used cell, CP = clkdlybuf4s50_1
setup repair after global routing missed its margin = false
pin count of the biggest net entering global routing = 89
Critical Path Fanout Max = 41
Internal = 2850 uW
first-pass GRT wire length = 108,000 um
core footprint = 30,600 um2
routed length per placed instance = 31.4 um
number of DRC markers in iteration 0 = 2,768
Fin Clk Skew = 12.4 ps
worst hold path class = reg -> reg
cell count listed in synth_stat.txt = 1,584
Worst setup EP type = primary output
Seq pwr share = 35.6%
DP Wirelength = 43,700 um
Crit path largest cell delay = 630 ps
Bufs on Longest Clock Path = 3
Distinct lib cells used = 67
NetSw = 1710 uW
areal power density over the cells = 217 nW/um2
Top cell excl fill/tap = clkdlybuf4s50_1
setup TNS = 0 ps
number of global-route vias before repair = 17,900
synthesized cell area = 15,500 um2
Die Span Y = 178 um
gpl congestion = 1.01
Chip Area, Yosys = 15,500 um2
fin crit share = 65.3%
Startpoint Class = input port
most common logic cells in the final layout = clkdlybuf4s50_1 (430), dfrtp_1 (205), a22oi_1 (183), a21oi_1 (119), nor2_1 (102)
CP Class = in -> out
placed insts = 2,286
Pins Over Slew Limit = 0
CTS Sinks = 255
R2R setup slack = 8630 ps
postcts setup bufs = 0
CTS tree = yes
# rows = 64
CTS Hold Buffers Added = 0
Mapped Cells = 1,584
Slew @ Worst Pin = 824 ps
Synth Seq Share = 41.5%
slew margin rel. = 45.1%
Max Fclk = 130 MHz
Max rail drop VDD = 0.000164 V
Final Hold Viols = 0
cell type with the largest total area = dfrtp_1
Root Buffer = clkbuf_16
crit path cell chain = clkdlybuf4s50_1 -> nand3_1 -> o311a_1 -> o221ai_1 -> nor2_4 -> buf_4 -> a222oi_1 -> o2111ai_1 -> clkdlybuf4s50_1
Synthesized registers = 255
initial antenna violation count = 0
Most common reg cell = dfrtp_1
Vias = 18,000
Switching Share = 37.5%
I/O pin cnt = 436
Max-Cap Viols = 0
total CTS buffers = 29
# DRC = 0
grt total ovfl = 0
Final Util = 68.8%
Cell area leaders = dfrtp_1 (33%), a22oi_1 (8.9%), dfstp_2 (8.5%), a41oi_2 (6.3%), a221oi_1 (5.6%)
worst path buffer plus inverter count = 3
Top-area cell share = 33.1%
CTS clk-pin slew, worst paths = 60 ps
Routed Antenna Nets = 0
Post-Layout Cell Count = 2,338
H-tree depth = 1
Worst-Skew Late Latency = 560 ps
clock share of power = 21.1%
layout cells sized above 1 = 12.5%
WP data arrival = 5350 ps
Combinational Power Share = 43.3%
delay-heaviest family, CP = buffers and inverters
via/cell ratio = 7.68
Layout area overhead = 35.5%
first-pass detailed-route iteration total = 10
reg2reg start = arbiterL.prio2_1$_DFFE_PN1P_
wirelength, routed = 73,400 um
crit path time final = 7710 ps
Syn Area/Cell = 9.80 um2
Post-CTS Resized = 0
hold wc startpoint = arbiterW.prio4_3$_DFFE_PN1P_
Post-synth ARST share = 100%
full die area = 31,700 um2
Log Warnings = 26
Slowest cell on crit path = clkdlybuf4s50_1
All-Layer GR Usage = 47.6%
WHS = 474 ps
outcome = finished clean
I/O Buffers = 435
Finish-stage setup viols = 0
Lkg Pwr = 0.00781 uW
Die Wd = 178 um
fp util = 50.7%
Syn. warnings = 2
Post-synth EDFFs = 0
CP startpoint = L_label[2]
Req. time, crit path = 9440 ps
-- worst paths after layout --
kind                            cells past startpoint                                       to
max in group asynchronous                           2  switch_alloc.W_data_out[33]$_DFFE_PN0N_
min in group asynchronous                           1     switch_alloc.L_data_out[3]$_DFF_PN0_
worst min register to register                      2             arbiterW.prio4_3$_DFFE_PN1P_
worst max-delay path                                9                                  L_ready
worst max register to register                      7     switch_alloc.L_data_out[3]$_DFF_PN0_
worst min-delay path                                2             arbiterW.prio4_3$_DFFE_PN1P_
-- logic make-up after synthesis --
family,after synthesis,synth area share (%)
multiplexers,4,0.290
AND/OR/NAND/NOR,295,9.00
flip-flops,255,41.5
buffers and inverters,247,6.60
AND-OR/OR-AND,783,42.6
-- worst reg2reg max path, cell delays in order (launching register included) --
cell     delay [ps]
dfstp_2         560
o22ai_1         100
nor3_2          170
buf_4           610
inv_1           290
nand2_1         470
buf_4           490
nand3_1         290
-- Yosys cell counts, types with 6 or more instances --
library cell / n
buf_2: 39
buf_6: 6
a32oi_1: 54
nand2_1: 73
dfstp_2: 50
and2_1: 14
nor2_1: 106
o21ai_0: 6
clkbuf_1: 121
a22oi_1: 183
a22o_1: 62
o22ai_1: 6
a222oi_1: 64
dfrtp_1: 205
o21bai_1: 7
and3_1: 12
nand3_1: 52
a31oi_1: 29
a2bb2oi_1: 20
a221oi_1: 100
a21o_1: 29
inv_1: 72
a41oi_2: 60
a21oi_1: 119
-- layer usage --
layer	global-route usage, %	wire [um]	up-vias	part of all wire [%]
met5	0	0	-	0
met4	26.5	5150	0	7.0
met3	22.6	11800	481	16
met2	67.6	31400	1910	43
met1	60.7	25100	8425	34
li1	-	-	7145	-
-- registers in the layout, indices dropped and copies added, names as in the netlist, 40 cells and up --
signal,count
switch_alloc.S_data_out,40
switch_alloc.L_data_out,40
switch_alloc.W_data_out,40
switch_alloc.E_data_out,40
switch_alloc.N_data_out,40
-- metrics by stage --
step / setup WS [ps] / total power (uW) / instance area, um2
global placement: 4130 / 3500 / 20000
floorplan: 5550 / 2370 / 15500
detailed placement: 4130 / 3510 / 20000
finish: 4090 / 4560 / 21000
global route: 3930 / 4740 / 21000
CTS: 4120 / 4480 / 21000
-- power by group through the flow --
| stage | registers [uW] | logic, uW | clock network [uW] |
|---|---|---|---|
| after CTS | 1600 | 1920 | 958 |
| after global routing | 1650 | 2100 | 993 |
| final | 1620 | 1970 | 959 |
-- cell type report --
class	instances	area [um2]
fillers	2259	9560
clock buffers	40	818
clock inverters	11	171
inverters	77	289
well taps	396	495
flip-flops and latches	255	6440
multi-input cells	1082	8160
diodes	1	2.50
repair buffers	476	4650
Power and IR drop assume default switching activity.
